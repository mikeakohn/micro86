$ cat flow/design.v
module peripherals
(
  input enable,
  input  [5:0] address,
  input  [7:0] data_in,
  output reg [7:0] data_out,
  input write_enable,
  input clk,
  input raw_clk,
  output speaker_p,
  output speaker_m,
  output ioport_0,
  output ioport_1,
  output ioport_2,
  output ioport_3,
  output ioport_4,
  input button_0,
  input reset,
  output spi_clk_0,
  output spi_mosi_0,
  input  spi_miso_0
);
reg [7:0] storage [3:0];
reg [15:0] speaker_value_high;
reg [15:0] speaker_value_curr;
reg [7:0]  buttons;
reg speaker_toggle;
reg speaker_value_p;
reg speaker_value_m;
assign speaker_p = speaker_value_p;
assign speaker_m = speaker_value_m;
reg [7:0] ioport_a = 0;
assign ioport_0 = ioport_a[0];
reg [7:0] ioport_b = 0;  
assign ioport_1 = ioport_b[0];
assign ioport_2 = ioport_b[1];
assign ioport_3 = ioport_b[2];
assign ioport_4 = ioport_b[3];
wire [7:0] spi_rx_buffer_0;
reg  [15:0] spi_tx_buffer_0;
wire spi_busy_0;
reg spi_start_0 = 0;
reg spi_width_16_0 = 0;
always @(button_0) begin
  buttons = { 7'b0, ~button_0 };
end
always @(posedge raw_clk) begin
  if (speaker_value_high == 16'b0) begin
    speaker_value_curr <= 0;
    speaker_value_p <= 0;
    speaker_value_m <= 0;
  end else begin
    speaker_value_curr <= speaker_value_curr + 1'b1;
    if (speaker_value_curr == speaker_value_high) begin
      speaker_value_curr <= 0;
      speaker_toggle <= ~speaker_toggle;
      speaker_value_p <= speaker_toggle;
      speaker_value_m <= ~speaker_toggle;
    end
  end
end
always @(posedge raw_clk) begin
  if (reset) speaker_value_high <= 0;
  if (write_enable) begin
    case (address[5:0])
      5'h1: spi_tx_buffer_0[7:0]  <= data_in;
      5'h2: spi_tx_buffer_0[15:8] <= data_in;
      5'h3:
        begin
          if (data_in[1] == 1) spi_start_0 <= 1;
          spi_width_16_0 <= data_in[2];
        end
      8: ioport_a <= data_in;
      9:
        begin
          case (data_in)
            60: speaker_value_high <= 45866;  
            61: speaker_value_high <= 43293;  
            62: speaker_value_high <= 40863;  
            63: speaker_value_high <= 38569;  
            64: speaker_value_high <= 36404;  
            65: speaker_value_high <= 34361;  
            66: speaker_value_high <= 32433;  
            67: speaker_value_high <= 30612;  
            68: speaker_value_high <= 28894;  
            69: speaker_value_high <= 27272;  
            70: speaker_value_high <= 25742;  
            71: speaker_value_high <= 24297;  
            72: speaker_value_high <= 22933;  
            73: speaker_value_high <= 21646;  
            74: speaker_value_high <= 20431;  
            75: speaker_value_high <= 19284;  
            76: speaker_value_high <= 18202;  
            77: speaker_value_high <= 17180;  
            78: speaker_value_high <= 16216;  
            79: speaker_value_high <= 15306;  
            80: speaker_value_high <= 14447;  
            81: speaker_value_high <= 13636;  
            82: speaker_value_high <= 12870;  
            83: speaker_value_high <= 12148;  
            84: speaker_value_high <= 11466;  
            85: speaker_value_high <= 10823;  
            86: speaker_value_high <= 10215;  
            87: speaker_value_high <= 9642;   
            88: speaker_value_high <= 9101;   
            89: speaker_value_high <= 8590;   
            90: speaker_value_high <= 8108;   
            91: speaker_value_high <= 7653;   
            92: speaker_value_high <= 7223;   
            93: speaker_value_high <= 6818;   
            94: speaker_value_high <= 6435;   
            95: speaker_value_high <= 6074;   
            96: speaker_value_high <= 5733;   
            default: speaker_value_high <= 0;
          endcase
        end
      5'ha: ioport_b <= data_in;
    endcase
  end else begin
    if (spi_start_0 && spi_busy_0) spi_start_0 <= 0;
    if (enable) begin
      case (address[5:0])
        5'h0: data_out <= buttons;
        5'h1: data_out <= spi_tx_buffer_0[7:0];
        5'h2: data_out <= spi_tx_buffer_0[15:8];
        5'h4: data_out <= spi_rx_buffer_0;
        5'h8: data_out <= ioport_a;
        5'ha: data_out <= ioport_b;
      endcase
    end
  end
end
spi spi_0
(
  .raw_clk  (raw_clk),
  .start    (spi_start_0),
  .width_16 (spi_width_16_0),
  .data_tx  (spi_tx_buffer_0),
  .data_rx  (spi_rx_buffer_0),
  .busy     (spi_busy_0),
  .sclk     (spi_clk_0),
  .mosi     (spi_mosi_0),
  .miso     (spi_miso_0)
);
endmodule
module spi
(
  input  raw_clk,
  input  start,
  input  width_16,
  input  [15:0] data_tx,
  output [7:0] data_rx,
  output busy,
  output reg sclk,
  output reg mosi,
  input  miso
);
reg [1:0] state = 0;
reg [7:0] rx_buffer;
reg [15:0] tx_buffer;
reg [4:0] count;
parameter STATE_IDLE    = 0;
parameter STATE_CLOCK_0 = 1;
parameter STATE_CLOCK_1 = 2;
parameter STATE_LAST    = 3;
assign data_rx = rx_buffer;
assign busy = state != STATE_IDLE;
always @(posedge raw_clk) begin
  case (state)
    STATE_IDLE:
      begin
        if (start) begin
          if (width_16)
            tx_buffer <= data_tx;
          else
            tx_buffer[15:8] <= data_tx[7:0];
          state <= STATE_CLOCK_0;
          count <= 0;
        end else begin
          mosi <= 0;
        end
      end
    STATE_CLOCK_0:
      begin
        sclk <= 0;
        if (count != 0) rx_buffer <= { rx_buffer[6:0], miso };
        tx_buffer <= tx_buffer << 1;
        mosi <= tx_buffer[15];
        count <= count + 1;
        state <= STATE_CLOCK_1;
      end
    STATE_CLOCK_1:
      begin
        sclk <= 1;
        if (width_16 == 0 && count[3]) begin
          state <= STATE_LAST;
        end else if (width_16 == 1 && count[4]) begin
          state <= STATE_LAST;
        end else begin
          state <= STATE_CLOCK_0;
        end
      end
    STATE_LAST:
      begin
        sclk <= 0;
        rx_buffer <= { rx_buffer[6:0], miso };
        state <= STATE_IDLE;
      end
  endcase
end
endmodule
$ cat flow/run.sh
#!/bin/bash
# OpenROAD 26Q1-2900-gdf79404cd8, Yosys 0.63+post, stock flow scripts
make -C /OpenROAD-flow-scripts/flow DESIGN_CONFIG=/design/flow/config.mk WORK_HOME=/design/flow/orfs finish
$ cat flow/config.mk
export PLATFORM = sky130hd
export DESIGN_NAME = peripherals
export DESIGN_NICKNAME = peripherals
export VERILOG_FILES = /design/flow/design.v
export SDC_FILE = /design/flow/constraint.sdc
export NUM_CORES = 4
export LEC_CHECK = 1
export CORE_UTILIZATION = 40
$ cat flow/constraint.sdc
current_design peripherals

set clk_period 3.2
set clk_io_pct 0.2

create_clock -name clk0 -period $clk_period [get_ports {raw_clk}]

set non_clock_inputs [all_inputs -no_clocks]
set_input_delay [expr $clk_period * $clk_io_pct] -clock clk0 $non_clock_inputs
set_output_delay [expr $clk_period * $clk_io_pct] -clock clk0 [all_outputs]
==> flow_metrics.env <==
# source this file to load flow results
export IMPL_outcome="finished, final reports clean"
export IMPL_cp_slowest_stage_delay_ns=0.51
export IMPL_crit_type="in2reg"
export IMPL_grt_pass1_wl_um=21220
export IMPL_crit_chain="clkdlybuf4s50_1 > buf_12 > clkinv_1 > ha_1 > o311a_1 > a32oi_1 > a22o_1"
export IMPL_portBuffers=36
export IMPL_ys_cells=533
export IMPL_ff_type="edfxtp_1"
export IMPL_common_cells="edfxtp_1, nand2_1, dfxtp_1"
export IMPL_synthCells=533
export IMPL_worst_ep_required_time_ns=3.50
export IMPL_maxCapViolCount=0
export IMPL_gp_congestion=0.8993
export IMPL_post_cts_setup_buffers=0
export IMPL_p_comb_frac=0.181
export IMPL_dieArea_mm2=0.01462
export IMPL_die_h_um=120.9
export IMPL_relSlewSlack=0.5023
export IMPL_cts_hold_buf=0
export IMPL_p_total_mw=3.715
export IMPL_routed_wirelength_um=13070
export IMPL_clock_latency_ns=0.35
export IMPL_critPathMaxFanout=43
export IMPL_rsz0062_at_grt="no"
export IMPL_synthArstFlopShare=0
export IMPL_seqPwrFrac=0.533
export IMPL_hold_viol=0
export IMPL_skew_ns=0.007164
export IMPL_ctsResizeCount=0
export IMPL_synth_top_cell_by_count="edfxtp_1"
export IMPL_core_area_mm2=0.01383
export IMPL_vias=4290
export IMPL_whs_ns=0.4602
export IMPL_seq_area_frac_synth=0.5239
export IMPL_yosysTopAreaCell="edfxtp_1"
export IMPL_max_clock_path_buffers=2
export IMPL_cts_clk_slew_worst_paths_ns=0.07
export IMPL_internal_power_mw=2.659
export IMPL_crit_path_end_kind="register"
export IMPL_drt_iter0_markers=360
export IMPL_p_switching_mw=1.056
export IMPL_wire_per_inst_um=17.31
export IMPL_p_sw_frac=0.2841
export IMPL_antenna_cells=0
export IMPL_p_leak_nw=2.300
export IMPL_slowest_stage="clkdlybuf4s50_1"
export IMPL_drc=0
export IMPL_worst_pin_slew_ns=0.7465
export IMPL_arrival_ns=2.89
export IMPL_drive_gt1_frac=0.08696
export IMPL_start_kind="input pin"
export IMPL_synth_cell_types=64
export IMPL_p_clk_frac=0.287
export IMPL_ys_flops=110
export IMPL_dr_pass1_iters=5
export IMPL_clock_sinks=110
export IMPL_fp_utilization=0.4090
export IMPL_grt_pass1_vias=3971
export IMPL_warnings=37
export IMPL_area_growth_syn_to_layout_pct=16.28
export IMPL_cts_buffers=9
export IMPL_die_w_um=120.9
export IMPL_setup_tns_ns=0
export IMPL_fin_ws_ns=0.6035
export IMPL_vias_per_cell=5.682
export IMPL_ys_area_mm2=0.005655
export IMPL_ant_nets=0
export IMPL_drv_slew=0
export IMPL_io_pins=38
export IMPL_antenna_found_initial=0
export IMPL_grt_use_total=0.1969
export IMPL_setup_viol=0
export IMPL_rows=43
export IMPL_fmax_mhz=385.1
export IMPL_yosys_warnings=2
export IMPL_power_density_mw_per_mm2=564.9
export IMPL_area_leaders="edfxtp_1, dfxtp_1, xnor2_1"
export IMPL_min_period_ns=2.597
export IMPL_netlist_area_mm2=0.005655
export IMPL_synth_top_area_share=0.4035
export IMPL_grt_overflow=0
export IMPL_avgSynthCellArea_um2=10.61
export IMPL_dpl_hpwl_um=9374
export IMPL_fillers=1232
export IMPL_min_period_over_period=0.8114
export IMPL_root_buffer="clkbuf_16"
export IMPL_cts_tree="built"
export IMPL_hold_class="reg2reg"
export IMPL_htreeDepth=3
export IMPL_edf_count=76
export IMPL_grt_start_max_net_pins=44
export IMPL_dp_slack_ns=0.2848
export IMPL_ir_worst_vdd_v=0.0002717
## final timing paths
path                                       startpoint                    end  slack, ns  depth (start not counted)
worst max-delay path                       data_in[2]  speaker_value_high[5]       0.60                          7
worst min-delay path               spi_0.rx_buffer[0]     spi_0.rx_buffer[1]       0.46                          0
worst max register to register  speaker_value_high[2]        speaker_value_m       1.30                          4
worst min register to register     spi_0.rx_buffer[0]     spi_0.rx_buffer[1]       0.46                          0
## cell usage in the layout (no fill, tap or decap), types with 5 or more instances in the layout
master	Yosys	final
o21ai_0	14	14
xor2_1	5	5
nor2b_1	12	12
xnor2_1	26	26
inv_1	18	18
a21oi_1	19	19
nand4_1	9	9
nand2b_1	7	7
mux2i_1	18	18
and3_1	5	5
ha_1	15	15
edfxtp_1	76	76
nand3_1	17	17
a22oi_1	18	18
clkdlybuf4s50_1	0	36
clkbuf_16	0	9
nor2_1	32	32
nor4_1	13	13
and2_1	5	5
dfxtp_1	34	34
nand2_1	51	51
nor3_1	26	26
buf_4	0	21
## power by group through the flow
stage / sequential [mW] / combinational, mW / clock [mW]
CTS: 1.98 / 0.679 / 1.08
global route: 2.01 / 0.755 / 1.14
finish: 1.98 / 0.672 / 1.06
## logic make-up (layout without fill, tap and decap cells)
family	Yosys count	count (layout)	synth area share
adder cells (fa/ha/maj)	15	15	0.03319
AND-OR/OR-AND	104	104	0.1343
buffers and inverters	51	93	0.03451
XOR/XNOR	31	31	0.04801
flip-flops	110	110	0.5239
multiplexers	22	22	0.04380
AND/OR/NAND/NOR	200	200	0.1823
## per-stage QoR
| stage | instance area [µm²] | util | cells |
|---|---|---|---|
| after floorplan | 5655 | - | 533 |
| after global placement | 6295 | 0.4553 | 739 |
| after detailed placement | 6295 | 0.4553 | 739 |
| after CTS | 6576 | 0.4756 | 755 |
| after global routing | 6576 | 0.4756 | 755 |
| final | 6576 | 0.4756 | 755 |
## layout make-up
type | instances | area, µm² | share of cell area
sequential | 110 | 2963 | 0.4505
multi-input combinational | 372 | 2497 | 0.3798
timing repair buffer | 58 | 538.0 | 0.08181
clock buffer | 10 | 229.0 | 0.03482
tap | 180 | 225.2 | 0.03425
inverter | 19 | 71.32 | 0.01084
clock inverter | 6 | 52.55 | 0.007991
## critical path: cells and delay by family
family	cells	cell delay, ns
fa+ha+maj	1	0.37
compound gates	3	0.80
buf+inv	3	1.06
## state kept, by name, summed over array words and instances (netlist names)
| register | count |
|---|---|
| data_out | 8 |
| ioport_a | 8 |
| ioport_b | 8 |
| speaker_toggle | 1 |
| speaker_value_curr | 16 |
| speaker_value_high | 16 |
| speaker_value_m | 1 |
| speaker_value_p | 1 |
| spi_0.count | 5 |
| spi_0.mosi | 1 |
| spi_0.rx_buffer | 8 |
| spi_0.sclk | 1 |
| spi_0.state | 2 |
| spi_0.tx_buffer | 16 |
| spi_start_0 | 1 |
| spi_tx_buffer_0 | 16 |
| spi_width_16_0 | 1 |
## metal layers
layer  part of all wire  up-vias  track usage
met5                  0        -            0
met4              0.018        0      0.03549
met3              0.056       15      0.03839
li1                   -     2068            -
met1               0.46     2070       0.3243
met2               0.47      137       0.2879
No activity file was given, so power comes from the tool's default toggle rates.
