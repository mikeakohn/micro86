==> design.v <==
module eeprom
(
  input [10:0] address,
  input  strobe,
  input  raw_clk,
  output reg eeprom_cs,
  output reg eeprom_clk,
  output reg eeprom_di,
  input  eeprom_do,
  output reg ready,
  output reg [7:0] data_out
);
reg [2:0] state = 0;
reg [2:0] clock_div;
wire clk;
assign clk = clock_div[2];
reg [13:0] command;
reg [3:0] count;
parameter STATE_IDLE           = 0;
parameter STATE_SEND_ADDRESS_0 = 1;
parameter STATE_SEND_ADDRESS_1 = 2;
parameter STATE_READ_START     = 3;
parameter STATE_READ_DATA_0    = 4;
parameter STATE_READ_DATA_1    = 5;
parameter STATE_FINISH         = 6;
always @(posedge raw_clk) begin
  clock_div <= clock_div + 1;
end
always @(posedge clk) begin
  case (state)
    STATE_IDLE:
      begin
        if (strobe) begin
          command[13:11] <= 3'b110;
          command[10:0] <= address;
          count <= 14;
          ready <= 0;
          eeprom_cs <= 1;
          state <= STATE_SEND_ADDRESS_0;
        end else begin
          eeprom_cs <= 0;
          eeprom_di <= 0;
          eeprom_clk <= 0;
          ready <= 1;
        end
      end
    STATE_SEND_ADDRESS_0:
      begin
        count <= count - 1;
        eeprom_di <= command[13];
        eeprom_clk <= 0;
        state <= STATE_SEND_ADDRESS_1;
      end
    STATE_SEND_ADDRESS_1:
      begin
        eeprom_clk <= 1;
        if (count == 0) begin
          state <= STATE_READ_START;
        end else begin
          command[13:1] <= command[12:0];
          state <= STATE_SEND_ADDRESS_0;
        end
      end
    STATE_READ_START:
      begin
        eeprom_clk <= 0;
        eeprom_di <= 0;
        count <= 8;
        state <= STATE_READ_DATA_0;
      end
    STATE_READ_DATA_0:
      begin
        count <= count - 1;
        data_out[7:1] <= data_out[6:0];
        eeprom_clk <= 1;
        state <= STATE_READ_DATA_1;
      end
    STATE_READ_DATA_1:
      begin
        data_out[0] <= eeprom_do;
        eeprom_clk <= 0;
        if (count == 0) begin
          state <= STATE_FINISH;
        end else begin
          state <= STATE_READ_DATA_0;
        end
      end
    STATE_FINISH:
      begin
        eeprom_cs <= 0;
        eeprom_di <= 0;
        state <= STATE_IDLE;
      end
  endcase
end
endmodule
==> run.sh <==
#!/bin/bash
# OpenROAD 26Q1-2900-gdf79404cd8, Yosys 0.63+post, stock flow scripts
make -C /OpenROAD-flow-scripts/flow DESIGN_CONFIG=/design/flow/config.mk WORK_HOME=/design/flow/orfs finish
==> config.mk <==
export PLATFORM = sky130hd
export DESIGN_NAME = eeprom
export DESIGN_NICKNAME = eeprom
export VERILOG_FILES = /design/flow/design.v
export SDC_FILE = /design/flow/constraint.sdc
export NUM_CORES = 4
export LEC_CHECK = 1
export CORE_AREA = 10 10 114 114
export DIE_AREA = 0 0 124 124
==> constraint.sdc <==
current_design eeprom

set clk_period 1.5
set clk_io_pct 0.2

create_clock -name clk0 -period $clk_period [get_ports {raw_clk}]

set non_clock_inputs [all_inputs -no_clocks]
set_input_delay [expr $clk_period * $clk_io_pct] -clock clk0 $non_clock_inputs
set_output_delay [expr $clk_period * $clk_io_pct] -clock clk0 [all_outputs]
==> results.json <==
{
  "mappedNetlistArea_um2": 1529,
  "maximum_clock_insertion_buffer_count": 2,
  "grt_use_met2_pct": 5.166,
  "gr-usage-all-layers_pct": 3.380,
  "worst_r2r_startpoint": "clock_div[0]",
  "critPathKind": "flip-flop to flip-flop",
  "drt-initial-drc-count": 13,
  "lay_top_count": "edfxtp_1",
  "vias": 836,
  "pin_count": 26,
  "setup-violations-final": 0,
  "timing.clock.skew_ps": 0.5729,
  "cts_root_buf": "clkbuf_8",
  "worst_setup_path_end_kind": "flip-flop",
  "fmax_mhz": 1280,
  "cts.repair.resized": 0,
  "post_route_worst_setup_slack_ps": 719.0,
  "tritoncts": "built",
  "finalWorstPathRequiredPeriod_ps": 781.0,
  "routabilityCongestion": 0.7391,
  "top_layout_cells": "edfxtp_1 (33), clkdlybuf4s50_1 (25), nor2_1 (7)",
  "yosysSeqAreaShare_pct": 68.74,
  "power.density_nw_per_um2": 190.1,
  "first_global_vias": 869,
  "worst_slew_margin_relative_to_its_limit_pct": 55.05,
  "share_of_cells_above_drive_strength_1_pct": 12.21,
  "crit_arrival_ps": 890,
  "number_of_endpoints_with_negative_hold_slack_in_the_final_report": 0,
  "drt-total-wl_um": 2682,
  "slew_violations": 0,
  "ys_cells": 104,
  "grt_start_max_net_pins": 34,
  "synth.lib_cells_used.distinct": 30,
  "placedInstanceArea_um2": 1943,
  "register_pins_left_without_a_clock": 33,
  "status": "completed",
  "setup_repair_after_global_routing_missed_its_margin": "false",
  "met3_usage_pct": 1.240,
  "floorplan.core_util_pct": 14.68,
  "fin_tns_setup_ps": 0,
  "untimed_endpoints": 78,
  "place.detailed.hpwl_um": 2005,
  "synthesized_instance_count": 104,
  "clkTransAtPathRegs_ps": 30,
  "cp-start-kind": "flip-flop",
  "use_met1_pct": 4.744,
  "area_growth_pct": 30.03,
  "drt_first_pass_iters": 4,
  "worst_hold_startpoint": "clock_div[0]",
  "antenna_violating_nets_post_route": 0,
  "postCtsHoldBufs": 0,
  "floorplan.die_area_um2": 15380,
  "finalPower_uw": 378.0,
  "timing_worst_slew_pin_value_ps": 673.6,
  "ys_area_um2": 1529,
  "detail_route.drc_violations": 0,
  "startpoint": "clock_div[0]",
  "tool_warnings": 25,
  "die_x_um": 124,
  "coreArea_um2": 10420,
  "wire_length_of_the_first_global_routing_pass_um": 4209,
  "cap_violations": 0,
  "dieHeight_um": 124,
  "antenna-diode-count": 0,
  "post-cts-setup-buffer-count": 0,
  "finalInstanceArea_um2": 1988,
  "grt_antenna_before_repair": 0,
  "ys.flops": 36,
  "syn-mean-instance-area_um2": 14.70,
  "worst-endpoint-required_ps": 1600,
  "wire_per_inst_um": 10.04,
  "cts_made_buffers": 3,
  "number_of_warnings_reported_in_the_yosys_synthesis_log": 1,
  "rows": 37,
  "insertion_delay_ps": 220,
  "htree_levels": 1,
  "port_buffers": 25,
  "post-route-period-util_pct": 52.07,
  "gr-total-overflow": 0,
  "worst_supply_voltage_drop_on_vdd_uv": 152.6,
  "vias_per_cell": 3.131,
  "critical_path_peak_fanout": 2,
  "gr-max-usage-layer": "met2",
  "leak_nw": 0.6474,
  "min_path_type": "flip-flop to flip-flop",
  "detailedPlace.worstSlack_ps": 729.5
}
-- registers in the layout (all words and copies together) (netlist names) --
register,count
eeprom_clk,1
count,4
ready,1
clock_div,3
eeprom_cs,1
state,3
eeprom_di,1
data_out,8
command,14
-- power by group --
part | leakage [nW] | switching [mW] | total, mW | internal [mW]
logic | 0.298 | 0.0124 | 0.0508 | 0.0384
registers | 0.327 | 0 | 0.0879 | 0.0879
clock network | 0.0228 | 0.0577 | 0.239 | 0.182
-- final timing paths --
| kind | to | cells after the start | slack (ps) |
|---|---|---|---|
| max | clock_div[2] | 2 | 720 |
| min | clock_div[0] | 1 | 380 |
| max reg2reg | clock_div[2] | 2 | 720 |
| min reg2reg | clock_div[0] | 1 | 380 |
-- critical path: stages (launching register included) --
cell	delay [ps]
dfxtp_1	310
ha_1	200
xor2_1	160
-- kinds of logic after synthesis --
logic type	Yosys count	synth area share, %
flops	36	68.74
compound gates	12	4.502
xor+xnor	5	2.865
fa+ha+maj	2	1.636
buf+inv	10	3.110
simple gates	28	11.05
mux	11	8.101
-- area by class of cell --
type                            count  area, µm²
Timing Repair Buffer               28      272.8
Multi-Input combinational cell     58      430.4
Tap cell                          136      170.2
Clock buffer                        4      45.04
Sequential cell                    36       1051
Fill cell                        1111       8428
Inverter                            5      18.77
-- synth_stat cells --
cell | count | area share (%)
nor2_1 | 7 | 1.7
edfxtp_1 | 33 | 65
and2_1 | 1 | 0.41
ha_1 | 2 | 1.6
and3_1 | 1 | 0.41
buf_6 | 1 | 0.74
or2_2 | 2 | 0.82
o21bai_1 | 1 | 0.49
a21oi_1 | 6 | 2.0
inv_1 | 5 | 1.2
clkbuf_1 | 2 | 0.49
nor3_2 | 1 | 0.65
nor3b_1 | 2 | 0.98
o31ai_1 | 1 | 0.49
or3_1 | 1 | 0.41
xnor2_1 | 2 | 1.1
mux2_1 | 5 | 3.7
nor2b_1 | 3 | 1.2
mux2_2 | 6 | 4.4
and3b_1 | 1 | 0.57
buf_2 | 2 | 0.65
nor3_1 | 2 | 0.65
o22ai_1 | 1 | 0.41
nor3b_4 | 1 | 1.2
nand2b_1 | 3 | 1.2
a21boi_0 | 1 | 0.49
dfxtp_1 | 3 | 3.9
o21ai_0 | 2 | 0.65
xor2_1 | 3 | 1.7
nand2_1 | 3 | 0.74
-- per-stage QoR --
stage | util, % | instances | hold slack [ps]
final | 19.09 | 267 | 379.6
after global routing | 19.09 | 267 | 395.4
after CTS | 19.09 | 267 | 381.7
after detailed placement | 18.65 | 263 | 370.2
after global placement | 18.65 | 263 | 367.7
after floorplan | - | 104 | 357.0
-- metal layers --
metal	up-vias	wire [µm]
met2	21	1117
met1	383	1292
met5	-	0
met4	0	23
met3	3	249
li1	429	-
Power is estimated from default activity; no workload was simulated.
